## ./design.v

```verilog
`timescale 1ns / 1ps
module Adder_Tree_8_to_1 (  
    input  wire [127:0] in_vec,      
    input  wire [7:0]   sign_vec,    
    output wire [15:0]  out          
);
wire [15:0] in [7:0];
assign in[0] = in_vec[15:0];     
assign in[1] = in_vec[31:16];    
assign in[2] = in_vec[47:32];    
assign in[3] = in_vec[63:48];    
assign in[4] = in_vec[79:64];    
assign in[5] = in_vec[95:80];    
assign in[6] = in_vec[111:96];   
assign in[7] = in_vec[127:112];  
wire [15:0] pos_in [7:0];
wire [15:0] neg_in [7:0];
genvar i;   
generate
    for(i = 0; i < 8; i = i + 1) begin : gen_pos_neg_in   
        assign pos_in[i] = (sign_vec[i] == 1'b0) ? in[i] : 16'b0;
        assign neg_in[i] = (sign_vec[i] == 1'b1) ? in[i] : 16'b0;
    end
endgenerate
wire [15:0] pos_level0 [3:0];   
wire [15:0] pos_level1 [1:0];   
wire [15:0] pos_out;            
Signed_Adder #(.WIDTH(16)) u_Adder_L0_0 (
    .in1(pos_in[0]), .in2(pos_in[1]), .out(pos_level0[0])
);
Signed_Adder #(.WIDTH(16)) u_Adder_L0_1 (
    .in1(pos_in[2]), .in2(pos_in[3]), .out(pos_level0[1])
);
Signed_Adder #(.WIDTH(16)) u_Adder_L0_2 (
    .in1(pos_in[4]), .in2(pos_in[5]), .out(pos_level0[2])
);
Signed_Adder #(.WIDTH(16)) u_Adder_L0_3 (
    .in1(pos_in[6]), .in2(pos_in[7]), .out(pos_level0[3])
);
Signed_Adder #(.WIDTH(16)) u_Adder_L1_0 (
    .in1(pos_level0[0]), .in2(pos_level0[1]), .out(pos_level1[0])
);
Signed_Adder #(.WIDTH(16)) u_Adder_L1_1 (
    .in1(pos_level0[2]), .in2(pos_level0[3]), .out(pos_level1[1])
);
Signed_Adder #(.WIDTH(16)) u_Adder_L2 (
    .in1(pos_level1[0]), .in2(pos_level1[1]), .out(pos_out)
);
wire [15:0] neg_level0 [3:0];   
wire [15:0] neg_level1 [1:0];   
wire [15:0] neg_out;            
Signed_Adder #(.WIDTH(16)) u_Neg_Adder_L0_0 (
    .in1(neg_in[0]), .in2(neg_in[1]), .out(neg_level0[0])
);
Signed_Adder #(.WIDTH(16)) u_Neg_Adder_L0_1 (
    .in1(neg_in[2]), .in2(neg_in[3]), .out(neg_level0[1])
);
Signed_Adder #(.WIDTH(16)) u_Neg_Adder_L0_2 (
    .in1(neg_in[4]), .in2(neg_in[5]), .out(neg_level0[2])
);
Signed_Adder #(.WIDTH(16)) u_Neg_Adder_L0_3 (
    .in1(neg_in[6]), .in2(neg_in[7]), .out(neg_level0[3])
);  
Signed_Adder #(.WIDTH(16)) u_Neg_Adder_L1_0 (
    .in1(neg_level0[0]), .in2(neg_level0[1]), .out(neg_level1[0])
);
Signed_Adder #(.WIDTH(16)) u_Neg_Adder_L1_1 (
    .in1(neg_level0[2]), .in2(neg_level0[3]), .out(neg_level1[1])
);
Signed_Adder #(.WIDTH(16)) u_Neg_Adder_L2 (
    .in1(neg_level1[0]), .in2(neg_level1[1]), .out(neg_out)
);  
wire [15:0] out_magnitude;
wire out_sign;
assign out_magnitude = (pos_out >= neg_out) ? (pos_out - neg_out) : (neg_out - pos_out);
assign out_sign = (pos_out >= neg_out) ? 1'b0 : 1'b1;
assign out = out_sign ? (~out_magnitude + 1'b1) : out_magnitude;
endmodule
`timescale 1ns / 1ps
module Signed_Adder#(
    parameter WIDTH = 16
)
(
    input  wire [WIDTH-1:0] in1 ,
    input  wire [WIDTH-1:0] in2 ,
    output wire [WIDTH-1:0] out
    );
    assign out = in1 + in2;
endmodule
```

## ./run.sh

```bash
#!/bin/bash
# OpenROAD 26Q1-2900-gdf79404cd8, Yosys 0.63+post, stock flow scripts
make -C /OpenROAD-flow-scripts/flow DESIGN_CONFIG=/design/flow/config.mk WORK_HOME=/design/flow/orfs finish
```

## ./config.mk

```make
export PLATFORM = sky130hd
export DESIGN_NAME = Adder_Tree_8_to_1
export DESIGN_NICKNAME = Adder_Tree_8_to_1
export VERILOG_FILES = /design/flow/design.v
export SDC_FILE = /design/flow/constraint.sdc
export NUM_CORES = 4
export LEC_CHECK = 1
export CORE_UTILIZATION = 30
```

## ./constraint.sdc

```tcl
current_design Adder_Tree_8_to_1

set clk_period 10.0
set clk_io_pct 0.2

create_clock -name clk0 -period $clk_period

set non_clock_inputs [all_inputs -no_clocks]
set_input_delay [expr $clk_period * $clk_io_pct] -clock clk0 $non_clock_inputs
set_output_delay [expr $clk_period * $clk_io_pct] -clock clk0 [all_outputs]
```

==> out/metrics.csv <==
metric,value,unit
hold_buffers,0,
ys_seq_share,0,%
worst_slack,-1660,ps
worstSetupPathType,input pin to output port,
hp-class,input pin to output port,
busiest_layer,met2,
ys_cells,1009,
first_pass_iters,4,
drt-total-wl,24000,um
crit_path_start_kind,input pin,
num_vias,7549,
cp_slowest_cell,fa_1,
via_per_inst,4.37,
synth_warnings,1,
cp_data_arrival_time,9660,ps
whs,5450,ps
chipArea,0.0301,mm^2
final_hold_viol_count,0,
synth_area,0.00881,mm^2
worst_ep_required_time,8000,ps
lay_top_count,buf_4,
min_period_over_period,117,%
path_max_fanout,6,
insertedDiodeCount,0,
grt_pass1_vias,7834,
dp_hpwl,21000,um
startpoint,in_vec[82],
stdcell_count,1729,
grt_pass1_wl,39000,um
route.detailed.drc,0,
place_congestion,0.881,
die_w,173,um
setup_violations,15,
slew_violations,0,
violations,setup timing,
grt_util_met2,29.2,%
slew_headroom,74.7,%
grt_max_degree,21,
netlist-cell-type-count,61,
tightest_slew,379,ps
synth_chip_area,0.00881,mm^2
ff_count,0,
grt_setup_unrepaired,true,
status,"complete, but fails checks",
first_iter_violations,192,
row_count,62,
ios,152,
max_freq,85.8,MHz
num-fill-cells,2701,
antenna_found_initial,0,
nClkBuffers,0,
layout-drive-gt1-share,27.1,%
use_met3,2.73,%
dp.cells,1675,
port_buffers,152,
final.setup.tns,-19320,ps
dpl_worst_slack,-2360,ps
synth.avg_cell_area,8.73,um^2
critPathMaxStageDelay,570,ps
warnings,50,
lay_top_cells,"buf_4 (197), fa_1 (167), inv_1 (157)",
hold_end,out[1],
cp-end-kind,output port,
min_from,in_vec[112],
postSynthCellCount,1009,
wl_per_cell,13.9,um
overflow,0,
coreArea,0.0288,mm^2
ant_nets,0,
maxCapViolCount,0,
holdPathStages,8,
grt_use_total,16.8,%
dieHeight,173,um
area_growth,46.2,%
finalCriticalPeriod,11660,ps
seqCellArea,0,um^2
grt_util_met1,23.8,%
initial_core_util,30.6,%
-- through the flow --
| step | util [%] | instance area, um^2 |
|---|---|---|
| floorplan | - | 9000 |
| global placement | 41.9 | 12000 |
| detailed placement | 41.9 | 12000 |
| CTS | 43.7 | 12600 |
| global route | 44.8 | 12900 |
| finish | 44.8 | 12900 |
-- repair_timing --
| action | 4_1_cts | 5_1_grt |
|---|---|---|
| cloned | 2 | 0 |
| setup buffers | 38 | 16 |
| pin swaps | 74 | 55 |
| resized | 169 | 68 |
| endpoints found under the setup margin | 15 | 15 |
-- cells by family after synthesis --
logic type               after synthesis  share of synthesized area [%]
AND-OR/OR-AND                        119                           9.80
adder cells (fa/ha/maj)              240                           49.1
XOR/XNOR                              85                           8.62
multiplexers                           9                           1.09
buffers and inverters                201                           9.04
AND/OR/NAND/NOR                      355                           22.4
-- worst max path at each step --
stage	to	slack, ps	cells after the start
CTS	out[14]	-1790	35
global route	out[12]	-2000	37
finish	out[12]	-1660	36
-- per-layer routing --
layer,up-vias,wire length (um)
li1,3776,-
met1,3611,10400
met2,156,12400
met3,6,1180
met4,0,58
met5,-,0
-- worst max-delay path: cells and delay by family --
kind	cells	cell delay (ps)
XOR/XNOR	3	490
AND/OR/NAND/NOR	7	1170
adder cells (fa/ha/maj)	7	2860
multiplexers	1	200
AND-OR/OR-AND	11	1870
buffers and inverters	7	1080
-- synthesized netlist by cell type, drive strengths merged (10+ instances only) --
cell	n	area share (%)
fa	176	40
inv	165	7.0
nor2b	107	7.6
and2	91	6.5
ha	64	9.1
xnor2	62	6.3
nand2	60	2.6
a21oi	39	2.6
nor2	37	1.6
nand2b	34	2.4
clkbuf	28	1.2
xor2	23	2.3
a21o	13	1.1
o21bai	12	1.0
o21ai	10	0.57
-- cell type report --
| cell class | instances | area (um^2) | area share [%] |
|---|---|---|---|
| inverter | 165 | 619 | 4.81 |
| multi-input combinational | 808 | 8560 | 66.5 |
| tap | 384 | 480 | 3.73 |
| timing repair buffer | 372 | 3220 | 25.0 |
