--- flow/config.mk ---
export PLATFORM = sky130hd
export DESIGN_NAME = LUT_MUX
export DESIGN_NICKNAME = LUT_MUX
export VERILOG_FILES = /design/flow/design.v
export SDC_FILE = /design/flow/constraint.sdc
export NUM_CORES = 4
export LEC_CHECK = 1
export CORE_UTILIZATION = 30
--- flow/constraint.sdc ---
current_design LUT_MUX

set clk_period 36.1
set clk_io_pct 0.2

create_clock -name clk0 -period $clk_period

set non_clock_inputs [all_inputs -no_clocks]
set_input_delay [expr $clk_period * $clk_io_pct] -clock clk0 $non_clock_inputs
set_output_delay [expr $clk_period * $clk_io_pct] -clock clk0 [all_outputs]
--- flow/design.v ---
`timescale 1ns / 1ps
module LUT_MUX(
    input  wire [31:0] lut_0_0_i   ,
    input  wire [31:0] lut_0_1_i   ,
    input  wire [31:0] lut_0_2_i   ,
    input  wire [31:0] lut_0_3_i   ,
    input  wire [31:0] lut_0_4_i   ,
    input  wire [31:0] lut_0_5_i   ,
    input  wire [31:0] lut_0_6_i   ,
    input  wire [31:0] lut_0_7_i   ,
    input  wire [3:0]  weight_i    ,
    output reg [15:0] lut_o
);
    wire [31:0] mux_o;
    wire [31:0] lut_o_int;
    wire [31:0] adder_o;
    assign lut_o_int = (weight_i == 4'b0001) ? lut_0_0_i :
                       (weight_i == 4'b0010) ? lut_0_1_i :
                       (weight_i == 4'b0100) ? lut_0_2_i :
                       (weight_i == 4'b0111) ? lut_0_3_i :
                       (weight_i == 4'b1000) ? lut_0_4_i :
                       (weight_i == 4'b1101) ? lut_0_5_i :
                       (weight_i == 4'b1110) ? lut_0_6_i :
                       (weight_i == 4'b1111) ? lut_0_7_i :
                       32'h0000_0000;
    wire [31:0] oprand_1, oprand_2;
    assign oprand_1 = (weight_i == 4'b1001 | weight_i == 4'b1010) ? lut_0_4_i :
                      (weight_i == 4'b0101 | weight_i == 4'b0110) ? lut_0_2_i :
                      (weight_i == 4'b0011) ? lut_0_1_i : 32'h0000_0000;
    assign oprand_2 = (weight_i == 4'b1001 | weight_i == 4'b0011 | weight_i == 4'b0101) ? lut_0_0_i :
                      (weight_i == 4'b1010 | weight_i == 4'b0110) ? lut_0_1_i : 32'h0000_0000;
    Signed_Adder #(32) u_Signed_Adder (
        .in1 (oprand_1),
        .in2 (oprand_2),
        .out (adder_o )
    );
    assign mux_o = (weight_i == 4'b0000) ? 32'h0000_0000 :
                   ((^weight_i) | (&weight_i)) ? lut_o_int              :
                   adder_o;
    always @(*) begin
        if(~mux_o[31] && |mux_o[30:15]) lut_o = 16'b0111_1111_1111_1111;
        else if (mux_o[31] && ~(&mux_o[30:15])) lut_o = 16'b1000_0000_0000_0000;
        else lut_o = mux_o[15:0];
    end
endmodule
`timescale 1ns / 1ps
module Signed_Adder#(
    parameter WIDTH = 16
)
(
    input  wire [WIDTH-1:0] in1 ,
    input  wire [WIDTH-1:0] in2 ,
    output wire [WIDTH-1:0] out
    );
    assign out = in1 + in2;
endmodule
--- flow/run.sh ---
#!/bin/bash
# OpenROAD 26Q1-2900-gdf79404cd8, Yosys 0.63+post, stock flow scripts
make -C /OpenROAD-flow-scripts/flow DESIGN_CONFIG=/design/flow/config.mk WORK_HOME=/design/flow/orfs finish
==> run_results.csv <==
group,metric,value,unit
global_route,overflow,0,
run,max_cap_viol_count,0,
final_timing,tightestPinTransition,0.8375,ns
global_route,number_of_antenna_violations_at_the_first_check_in_global_routing,1,
critical_path,largest_fanout_on_the_critical_path,34,
finish,final_cell_count_no_fill,1453,
final_timing,finalCritPeriodShare,0.5792,
synthesis,yosys_area,5821,sq um
die,fp-utilization,0.3091,
final_timing,post-route-worst-setup-slack,15.19,ns
finish,ff_latch_area,0,sq um
pwr,cellPowerDensity,16.27,nW/um^2
pwr,vdd_drop_max,7.882,uV
detailed_routing,antenna_violating_nets_post_route,0,
final_timing,clock.fmax,47.83,MHz
pwr,total_power,0.1411,mW
place,detailedPlace.worstSlack,15.29,ns
clock_tree,cts.repair.resized,0,
global_route,groute.usage.overall,0.3145,
synthesis,post-synth-top-area-cell,"sky130_fd_sc_hd__o21ai_0",
worst_hold_path,min_delay_path_depth,6,
final_timing,finalSetupTns,0,ns
detailed_routing,total_via_count_in_the_routed_design,8761,
detailed_routing,drtPass1Iterations,7,
worst_hold_path,worstHoldPathType,"in2out",
die,num_io_pins,276,
critical_path,worstSetupStartpointType,"primary input",
final_timing,crit_path_time_final,20.91,ns
outcome,run_status,"finished clean",
die,die_width,141.3,um
synthesis,synth-warning-count,1,
global_route,use_met2,0.5576,
die,die_height,141.3,um
synthesis,most_common_cell,"sky130_fd_sc_hd__o21ai_0",
clock_tree,cts.repair_timing.setup_buffer_count,0,
finish,clkbuf_count,0,
final_timing,unrepaired_setup_endpoints_after_global_routing,"false",
detailed_routing,vias_per_cell,6.030,
global_route,met3_usage,0.06119,
synthesis,synthDistinctLibCells,73,
detailed_routing,drt_wl_total,32040,um
detailed_routing,dr.first_iter.drc_count,771,
final_timing,timing_max_transition_violations_final,0,
place,dp_cells,1452,
place,numPortBuffers,276,
finish,nFlopsAndLatches,0,
synthesis,post_synth_inst_count,991,
global_route,first_pass_grt_wire_length,47690,um
die,floorplan.rows,50,
synthesis,synth_stat.cells,991,
finish,area_growth,49.01,%
die,chip_area,19960,sq um
synthesis,synthTopCellsByArea,"sky130_fd_sc_hd__o21ai_0, sky130_fd_sc_hd__a21oi_1, sky130_fd_sc_hd__nand2_1",
pwr,leakage,3.120,nW
place,hpwlAfterDp,25930,um
critical_path,critical_path_class,"in2out",
global_route,globalRouteMet1Util,0.3806,
global_route,grt_start_max_net_pins,65,
synthesis,mappedNetlistArea,5821,sq um
global_route,number_of_global_route_vias_before_repair,8323,
final_timing,relative_slew_slack,0.4405,
final_timing,setup-violations-final,0,
detailed_routing,routed_wire_length_per_instance,22.05,um
synthesis,synth.top_cell.area_share,0.1350,
synthesis,seq_area_frac_synth,0,
detailed_routing,route.detailed.drc,0,
run,stage_log_warnings,38,
final_timing,number_of_endpoints_with_negative_hold_slack_in_the_final_report,0,
critical_path,cp_data_required_time,28.88,ns
critical_path,setup.worst_path.end_class,"primary output",
die,core-area,18830,sq um
finish,share_of_post_route_cells_with_drive_strength_above_1,0.03859,
clock_tree,ctsHoldBuffers,0,
critical_path,worst-endpoint-arrival,13.69,ns
synthesis,synthTopCellsByCount,"sky130_fd_sc_hd__o21ai_0, sky130_fd_sc_hd__nand2_1, sky130_fd_sc_hd__a21oi_1",
global_route,globalRoute.busiestLayer,"met2",
synthesis,syn_avg_cell_area,5.873,sq um
place,gp_routability_congestion,0.9901,
## final timing paths
check	start	to
worst min-delay path	lut_0_0_i[0]	lut_o[0]
worst max-delay path	weight_i[3]	lut_o[3]
## worst max-delay path: stages
cell and delay [ns]:
sky130_fd_sc_hd__clkdlybuf4s50_1 0.45, sky130_fd_sc_hd__inv_1 0.09, sky130_fd_sc_hd__ha_1 0.63, sky130_fd_sc_hd__o21a_1 0.21, sky130_fd_sc_hd__buf_4 0.37, sky130_fd_sc_hd__nor2_2 0.05, sky130_fd_sc_hd__buf_4 0.27, sky130_fd_sc_hd__a22oi_1 0.18
sky130_fd_sc_hd__a21oi_1 0.10, sky130_fd_sc_hd__ha_1 0.29, sky130_fd_sc_hd__fa_1 0.47, sky130_fd_sc_hd__a21o_1 0.23, sky130_fd_sc_hd__a221oi_4 0.32, sky130_fd_sc_hd__o21ai_2 0.19, sky130_fd_sc_hd__o211a_1 0.30, sky130_fd_sc_hd__nand3_2 0.10
sky130_fd_sc_hd__a21oi_1 0.07, sky130_fd_sc_hd__or4_4 0.54, sky130_fd_sc_hd__o41ai_2 0.35, sky130_fd_sc_hd__nand3_2 0.46, sky130_fd_sc_hd__o21ai_1 0.29, sky130_fd_sc_hd__clkdlybuf4s50_1 0.48
## cell families (layout without fill, tap and decap cells)
| logic type | Yosys count | after routing | synth area share |
|---|---|---|---|
| multiplexers | 1 | 1 | 0.001720 |
| AND/OR/NAND/NOR | 319 | 319 | 0.2455 |
| other | 0 | 1 | 0 |
| XOR/XNOR | 17 | 17 | 0.02558 |
| adder cells (fa/ha/maj) | 40 | 40 | 0.08727 |
| buffers and inverters | 109 | 310 | 0.07588 |
| AND-OR/OR-AND | 505 | 505 | 0.5641 |
## per-layer routing
layer,part of all wire,vias up
li1,-,4195
met1,0.38,3995
met2,0.48,507
met3,0.10,62
met4,0.037,2
met5,0.00053,-
## final cells by class
cell class / instances / area (sq um)
multi-input combinational: 882 / 5395
inverter: 18 / 67.56
fill: 1995 / 10160
tap: 260 / 325.3
timing repair buffer: 292 / 2883
antenna: 1 / 2.502
## layout by cell type (no fill, tap or decap), types with 3 or more instances in the layout
master | Yosys | routed
sky130_fd_sc_hd__o211a_1 | 3 | 3
sky130_fd_sc_hd__a21oi_1 | 116 | 116
sky130_fd_sc_hd__ha_1 | 39 | 39
sky130_fd_sc_hd__a211oi_1 | 8 | 8
sky130_fd_sc_hd__o22ai_1 | 14 | 14
sky130_fd_sc_hd__and3_1 | 4 | 4
sky130_fd_sc_hd__a32oi_1 | 3 | 3
sky130_fd_sc_hd__a21oi_2 | 3 | 3
sky130_fd_sc_hd__and2_1 | 7 | 10
sky130_fd_sc_hd__o211ai_1 | 15 | 15
sky130_fd_sc_hd__nor2b_1 | 5 | 5
sky130_fd_sc_hd__nand2_1 | 147 | 146
sky130_fd_sc_hd__nand3_1 | 13 | 13
sky130_fd_sc_hd__o21ai_0 | 157 | 157
sky130_fd_sc_hd__a22oi_1 | 39 | 39
sky130_fd_sc_hd__xor2_1 | 5 | 5
sky130_fd_sc_hd__nor2_1 | 80 | 79
sky130_fd_sc_hd__or3_1 | 4 | 4
sky130_fd_sc_hd__o311ai_0 | 17 | 17
sky130_fd_sc_hd__nand2b_1 | 10 | 10
sky130_fd_sc_hd__o21ai_2 | 11 | 11
sky130_fd_sc_hd__inv_1 | 18 | 18
sky130_fd_sc_hd__nand4_1 | 12 | 12
sky130_fd_sc_hd__xnor2_1 | 12 | 12
sky130_fd_sc_hd__clkdlybuf4s50_1 | 0 | 276
sky130_fd_sc_hd__nor3_1 | 14 | 14
sky130_fd_sc_hd__a211o_1 | 6 | 6
sky130_fd_sc_hd__o21ai_1 | 8 | 7
sky130_fd_sc_hd__a21o_1 | 12 | 12
sky130_fd_sc_hd__a22o_1 | 5 | 5
sky130_fd_sc_hd__or4_1 | 3 | 3
sky130_fd_sc_hd__a31oi_1 | 13 | 13
sky130_fd_sc_hd__nor4_1 | 5 | 5
sky130_fd_sc_hd__buf_4 | 0 | 16
sky130_fd_sc_hd__o31ai_1 | 4 | 4
sky130_fd_sc_hd__o21a_1 | 6 | 6
sky130_fd_sc_hd__a221o_1 | 14 | 14
sky130_fd_sc_hd__a221oi_1 | 25 | 25
## where the power goes
group / internal (mW) / switching [mW]
clock: 0.00000000371 / 0
combinational: 0.0670 / 0.0742
sequential: 0 / 0
total: 0.0670 / 0.0742
## stage by stage
stage          hold WS (ns)    util  area [sq um]
2_1_floorplan         14.66       -          5821
3_3_place_gp          15.62  0.4605          8671
3_5_place_dp          15.62  0.4605          8671
4_1_cts               15.62  0.4605          8671
5_1_grt               15.69  0.4605          8671
6_report              15.59  0.4606          8673
Power figures rest on the tool's default switching activity, not on a simulated workload.
