## config.mk

```make
export PLATFORM = sky130hd
export DESIGN_NAME = Preprocesser
export DESIGN_NICKNAME = Preprocesser
export VERILOG_FILES = /design/flow/design.v
export SDC_FILE = /design/flow/constraint.sdc
export NUM_CORES = 4
export LEC_CHECK = 1
export CORE_UTILIZATION = 40
```

## constraint.sdc

```tcl
current_design Preprocesser

set clk_period 1.0
set clk_io_pct 0.2

create_clock -name clk0 -period $clk_period [get_ports {clk}]

set non_clock_inputs [all_inputs -no_clocks]
set_input_delay [expr $clk_period * $clk_io_pct] -clock clk0 $non_clock_inputs
set_output_delay [expr $clk_period * $clk_io_pct] -clock clk0 [all_outputs]
```

## design.v

```verilog
`timescale 1ns / 1ps
module Preprocesser(
    input  wire               clk                 ,
    input  wire               rst_n_i             ,
    input  wire signed [31:0] Act0_i              ,
    input  wire signed [31:0] Act1_i              ,
    input  wire signed [31:0] Act2_i              ,
    input  wire               dff_en_i            ,
    output wire  signed [31:0] LUT_entries_0_o     ,
    output wire  signed [31:0] LUT_entries_1_o     ,
    output wire  signed [31:0] LUT_entries_2_o     ,
    output wire  signed [31:0] LUT_entries_3_o     ,
    output wire  signed [31:0] LUT_entries_4_o     ,
    output wire  signed [31:0] LUT_entries_5_o     ,
    output wire  signed [31:0] LUT_entries_6_o     ,
    output wire  signed [31:0] LUT_entries_7_o     
    );
    wire [31:0] LUT_entries_0     ;
    wire [31:0] LUT_entries_1     ;
    wire [31:0] LUT_entries_2     ;
    wire [31:0] LUT_entries_3     ;
    wire [31:0] LUT_entries_4     ;
    wire [31:0] LUT_entries_5     ;
    wire [31:0] LUT_entries_6     ;
    wire [31:0] LUT_entries_7     ;
    assign LUT_entries_0   =                   Act2_i;
    assign LUT_entries_1   =          Act1_i         ;
    assign LUT_entries_2   = Act0_i                  ;
    assign LUT_entries_3   =          Act1_i - Act2_i;
    assign LUT_entries_4   = Act0_i - Act1_i - Act2_i;
    assign LUT_entries_5   = Act0_i - Act1_i + Act2_i;
    assign LUT_entries_6   = Act0_i + Act1_i - Act2_i;
    assign LUT_entries_7   = Act0_i + Act1_i + Act2_i;
    dff #(32) dff_LUT_entries_0  (.clk(clk), .rst_n_i(rst_n_i), .en_i(dff_en_i), .d_i(LUT_entries_0) , .q_o(LUT_entries_0_o) );
    dff #(32) dff_LUT_entries_1  (.clk(clk), .rst_n_i(rst_n_i), .en_i(dff_en_i), .d_i(LUT_entries_1) , .q_o(LUT_entries_1_o) );
    dff #(32) dff_LUT_entries_2  (.clk(clk), .rst_n_i(rst_n_i), .en_i(dff_en_i), .d_i(LUT_entries_2) , .q_o(LUT_entries_2_o) );
    dff #(32) dff_LUT_entries_3  (.clk(clk), .rst_n_i(rst_n_i), .en_i(dff_en_i), .d_i(LUT_entries_3) , .q_o(LUT_entries_3_o) );
    dff #(32) dff_LUT_entries_4  (.clk(clk), .rst_n_i(rst_n_i), .en_i(dff_en_i), .d_i(LUT_entries_4) , .q_o(LUT_entries_4_o) );
    dff #(32) dff_LUT_entries_5  (.clk(clk), .rst_n_i(rst_n_i), .en_i(dff_en_i), .d_i(LUT_entries_5) , .q_o(LUT_entries_5_o) );
    dff #(32) dff_LUT_entries_6  (.clk(clk), .rst_n_i(rst_n_i), .en_i(dff_en_i), .d_i(LUT_entries_6) , .q_o(LUT_entries_6_o) );
    dff #(32) dff_LUT_entries_7  (.clk(clk), .rst_n_i(rst_n_i), .en_i(dff_en_i), .d_i(LUT_entries_7) , .q_o(LUT_entries_7_o) );
endmodule
`timescale 1ns / 1ps
module dff#(
    parameter WIDTH = 1
)(
    input  wire                clk      ,
    input  wire                rst_n_i  ,
    input  wire                en_i     ,
    input  wire    [WIDTH-1:0] d_i      ,
    output reg     [WIDTH-1:0] q_o      
    );
    always @(posedge clk or negedge rst_n_i) begin
        if(!rst_n_i) begin
            q_o <= 0;
        end 
        else if(en_i) begin
            q_o <= d_i;
        end
        else begin
            q_o <= q_o;
        end
    end
endmodule
```

## run.sh

```bash
#!/bin/bash
# OpenROAD 26Q1-2900-gdf79404cd8, Yosys 0.63+post, stock flow scripts
make -C /OpenROAD-flow-scripts/flow DESIGN_CONFIG=/design/flow/config.mk WORK_HOME=/design/flow/orfs finish
```

==> out/results.tsv <==
stage	metric	value	unit
critical_path	timing.critical_path.arrival	4.71	ns
outcome	violations	negative setup slack	
hold_path	min_from	Act1_i[3]	
routing	vias_per_cell	5.091	
floorplan	x_dimension_of_the_die	228.0	um
critical_path	worst_r2r_endpoint	dff_LUT_entries_3.q_o[31]	
run	drv.max_cap_violation_count	0	
final_timing	report.final.slew_viol_count	0	
synthesis	top_non_seq_family	AND-OR/OR-AND gates	
final_timing	setup-tns-final	-567.63	ns
critical_path	cp.required	1.46	ns
final_timing	report.final.hold_viol_count	0	
routing	number_of_optimization_iterations_in_the_first_detailed_route_pass	5	
synthesis	synth_cell_type_count	82	
pwr	p_seq_share	22.3	%
cells_and_area	final_design_area_no_fill	37370	um^2
clock_tree	cts_tree	yes	
synthesis	synth-cells-yosys	2230	
routing	post_drt_wl_per_cell	19.22	um
final_timing	timing_worst_slew_pin_value	1.116	ns
floorplan	core_util_floorplan	40.64	%
routing	topRoutingLayerUsed	met4	
cells_and_area	top_cells_excl_fill_tap	sky130_fd_sc_hd__buf_4, sky130_fd_sc_hd__clkdlybuf4s50_1, sky130_fd_sc_hd__dfrtp_1, sky130_fd_sc_hd__nor2_1, sky130_fd_sc_hd__a21oi_1	
final_timing	min_period	4.248	ns
synthesis	synth.yosys.chip_area	20430	um^2
global_route	number_of_antenna_violations_at_the_first_check_in_global_routing	1	
synthesis	synth_cells	2230	
final_timing	layout_setup_ws	-3.248	ns
pwr	peakVddDrop	0.001399	V
pwr	internal_power	44.79	mW
floorplan	io_pins	355	
clock_tree	cts.sinks	254	
routing	postRouteWirelength	80090	um
pwr	power_density	1848	nW/um^2
place	place.detailed.hpwl	63270	um
floorplan	die_height	228.0	um
global_route	grt_first_pass_wirelength	120000	um
clock_tree	tritoncts.num_buffers	30	
final_timing	report.final.setup_viol	594	
synthesis	synth-warning-count	1	
critical_path	worst_setup_path_end_kind	flop	
final_timing	rsz_0062_raised_after_global_routing	true	
floorplan	floorplan.rows	82	
cells_and_area	layout-drive-gt1-share	50.33	%
synthesis	adder_share	13.97	%
synthesis	synth-xor-area-share	8.445	%
critical_path	crit_path_max_fanout	2	
run	warning_count	119	
synthesis	synth.cellmix.compoundShare	19.93	%
global_route	grt_max_degree	71	
routing	route.detailed.drc	0	
final_timing	slew-limit-headroom	25.33	%
outcome	run_status	complete, but fails checks	
clock_tree	clock_path_buffers	3	
clock_tree	cts.root.buffer_cell	sky130_fd_sc_hd__clkbuf_16	
clock_tree	clkSlewWorstSetupHoldPaths	0.06	ns
critical_path	critPathKind	in2reg	
synthesis	edf_count	0	
synthesis	yosys.area_share.simple	11.11	%
floorplan	chip_area	51990	um^2
hold_path	hold_path_class	in2reg	
synthesis	ff_type	sky130_fd_sc_hd__dfrtp_1	
place	numPortBuffers	354	
synthesis	ys_seq_elements	254	
pwr	p_leak	17.14	nW
synthesis	syn_area_per_cell	9.162	um^2
global_route	global_route.usage.total	30.77	%
synthesis	yosys.stat.seqShare	31.11	%
pwr	net-switching-power	24.27	mW
routing	drt.antenna.violating_nets	0	
global_route	global_route.overflow_total	0	
routing	met3_wirelength	6039	um
synthesis	yosys-mux-area-fraction	10.17	%
hold_path	worst_hold_path.num_cells	3	
clock_tree	h-tree-depth	1	
routing	drt_iter0_drc	941	
final_timing	finClkSkew	0	ns
cells_and_area	fillerInstances	3341	
final_timing	timing.hold.ws	0.008733	ns
floorplan	fp.coreArea	50270	um^2
routing	vias	21210	
cells_and_area	most_frequent_standard_cell_in_the_layout_excluding_fill_and_tap_cells	sky130_fd_sc_hd__buf_4	
final_timing	layout_worst_path_cycle_share	424.8	%
routing	wl_met1	38780	um
cells_and_area	area_growth_syn_to_layout	82.90	%
synthesis	ys_async_sr_fraction	100.0	%
cells_and_area	regArea	6356	um^2
pwr	combinationalPowerShare	61.3	%
cells_and_area	mi_logic_area	17040	um^2
final_timing	achievable_clock_frequency	235.4	MHz
critical_path	worst-r2r-cell-count	3	
routing	wl_met2	33240	um
pwr	power.share.switching	35.14	%
critical_path	worst_setup_path_start_kind	primary input	
place	placed_instance_area	32050	um^2
pwr	clock_share_of_power	16.4	%
global_route	first_global_vias	20910	
hold_path	hold_path_end	dff_LUT_entries_1.q_o[3]	
synthesis	syn-cell-area	20430	um^2
clock_tree	clock_insertion_delay_worst_skew	0.58	ns
cells_and_area	final_cell_count_no_fill	4166	
place	dpl.cell_count	3985	
place	gp_congestion	0.9512	
critical_path	regToRegStartpoint	dff_LUT_entries_3.q_o[31]	
critical_path	r2r_slack	0.09	ns
state kept, by name (all words and copies together) (netlist names):
signal                 cells
dff_LUT_entries_3.q_o     32
dff_LUT_entries_7.q_o     31
dff_LUT_entries_0.q_o     32
dff_LUT_entries_5.q_o     32
dff_LUT_entries_4.q_o     31
dff_LUT_entries_6.q_o     32
dff_LUT_entries_1.q_o     32
dff_LUT_entries_2.q_o     32
routing by layer:
metal / global-route usage, % / vias up
met5: 0 / -
met3: 8.121 / 88
met2: 43.05 / 574
met4: 6.544 / 0
li1: - / 10350
met1: 48.65 / 10200
through the flow:
step | power (mW) | utilization, % | setup WS, ns
detailed placement | 49.71 | 63.76 | -4.654
global route | 72.84 | 74.33 | -3.399
floorplan | 30.40 | - | -3.501
finish | 69.05 | 74.33 | -3.248
global placement | 49.62 | 63.76 | -4.622
CTS | 65.55 | 71.04 | -3.346
kinds of logic after synthesis:
family / count (synthesis)
AND-OR/OR-AND: 611
AND/OR/NAND/NOR: 486
buffers and inverters: 273
flip-flops: 254
adder cells (fa/ha/maj): 224
XOR/XNOR: 197
multiplexers: 185
power by group through the flow:
stage         Combinational [mW]  Sequential [mW]  Clock [mW]
finish                      42.3             15.4        11.3
global route                45.2             15.7        11.9
CTS                         38.6             15.4        11.6
worst max-delay path by stage:
| stage | startpoint | endpoint |
|---|---|---|
| 6_report | Act1_i[1] | dff_LUT_entries_6.q_o[30] |
| 5_1_grt | Act1_i[1] | dff_LUT_entries_6.q_o[30] |
| 4_1_cts | Act1_i[1] | dff_LUT_entries_7.q_o[31] |
synthesized netlist by cell type (all sizes together), types with 54 or more instances:
cell    instances  area, um^2
nor2          223       837.1
o21bai         54       416.7
dfrtp         254        6356
ha            217        2715
nand2          76       285.3
inv           165       619.4
mux2          181        2038
o21ai          81       412.9
a21oi         247        1240
a21o           59       442.9
clkbuf         74       279.0
xnor2         157        1375
repair_timing:
| action | 4_1_cts | 5_1_grt |
|---|---|---|
| endpoints found under the setup margin | 413 | 594 |
| gates cloned | 0 | 0 |
| hold buffers | 14 | 4 |
| setup buffers | 75 | 57 |
| hold endpoints to repair | 263 | 4 |
| pin swaps | 232 | 221 |
| resized | 464 | 286 |
area by class of cell:
cell class,instances,share of cell area (%)
Antenna cell,1,0.006696
Clock buffer,44,2.421
Clock inverter,12,0.3281
Inverter,165,1.885
Multi-Input combinational cell,1703,45.61
Sequential cell,254,17.01
Tap cell,672,2.250
Timing Repair Buffer,1315,30.50
critical path: stages:
cell	delay, ns
sky130_fd_sc_hd__buf_8	0.08
sky130_fd_sc_hd__clkinvlp_4	0.10
sky130_fd_sc_hd__ha_4	0.28
sky130_fd_sc_hd__nand2b_4	0.13
sky130_fd_sc_hd__a221oi_4	0.10
sky130_fd_sc_hd__o41ai_4	0.29
sky130_fd_sc_hd__nand2b_4	0.22
sky130_fd_sc_hd__a21oi_4	0.05
sky130_fd_sc_hd__o41a_1	0.34
sky130_fd_sc_hd__a221o_1	0.32
sky130_fd_sc_hd__a21o_1	0.20
sky130_fd_sc_hd__a21oi_2	0.18
sky130_fd_sc_hd__xnor2_2	0.20
sky130_fd_sc_hd__ha_4	0.26
sky130_fd_sc_hd__a21o_1	0.18
sky130_fd_sc_hd__a21o_1	0.16
sky130_fd_sc_hd__a21oi_2	0.17
sky130_fd_sc_hd__o221ai_2	0.11
sky130_fd_sc_hd__a21oi_2	0.18
sky130_fd_sc_hd__nor2_2	0.07
sky130_fd_sc_hd__a2111o_1	0.36
sky130_fd_sc_hd__a31oi_1	0.17
sky130_fd_sc_hd__xnor2_1	0.08
sky130_fd_sc_hd__mux2_2	0.26
Power and IR drop assume default switching activity.
